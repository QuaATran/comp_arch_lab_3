**flow/design.v**
```verilog
module decoder (d0, d1, d2, d3, d4, d5, d6, d7,
                d8, d9, d10, d11, d12, d13, d14, d15, 
                d16, d17, d18, d19, d20, d21, d22, d23,
		d24, d25, d26, d27, d28, d29, d30, d31, 
		selector, enable);
 input enable;					 
 input  [4:0] selector;
 output reg     d0, d1, d2, d3, d4, d5, d6, d7,
  	        d8, d9, d10, d11, d12, d13, d14, d15, 
   	        d16, d17, d18, d19, d20, d21, d22, d23,
	        d24, d25, d26, d27, d28, d29, d30, d31;
 always @(selector) begin
  if (enable == 1'b1)
  case({selector})
        5'b00000: {d31,d30,d29,d28,d27,d26,d25,d24,d23,d22,d21,d20,d19,d18,d17,d16,d15,d14,d13,d12,d11,d10,d9,d8,d7,d6,d5,d4,d3,d2,d1,d0} = 32'b00000000000000000000000000000000;
	5'b00001: {d31,d30,d29,d28,d27,d26,d25,d24,d23,d22,d21,d20,d19,d18,d17,d16,d15,d14,d13,d12,d11,d10,d9,d8,d7,d6,d5,d4,d3,d2,d1,d0} = 32'b00000000000000000000000000000001;
	5'b00010: {d31,d30,d29,d28,d27,d26,d25,d24,d23,d22,d21,d20,d19,d18,d17,d16,d15,d14,d13,d12,d11,d10,d9,d8,d7,d6,d5,d4,d3,d2,d1,d0} = 32'b00000000000000000000000000000010;
	5'b00011: {d31,d30,d29,d28,d27,d26,d25,d24,d23,d22,d21,d20,d19,d18,d17,d16,d15,d14,d13,d12,d11,d10,d9,d8,d7,d6,d5,d4,d3,d2,d1,d0} = 32'b00000000000000000000000000000100;
	5'b00100: {d31,d30,d29,d28,d27,d26,d25,d24,d23,d22,d21,d20,d19,d18,d17,d16,d15,d14,d13,d12,d11,d10,d9,d8,d7,d6,d5,d4,d3,d2,d1,d0} = 32'b00000000000000000000000000001000;
	5'b00101: {d31,d30,d29,d28,d27,d26,d25,d24,d23,d22,d21,d20,d19,d18,d17,d16,d15,d14,d13,d12,d11,d10,d9,d8,d7,d6,d5,d4,d3,d2,d1,d0} = 32'b00000000000000000000000000010000;
	5'b00110: {d31,d30,d29,d28,d27,d26,d25,d24,d23,d22,d21,d20,d19,d18,d17,d16,d15,d14,d13,d12,d11,d10,d9,d8,d7,d6,d5,d4,d3,d2,d1,d0} = 32'b00000000000000000000000000100000;
	5'b00111: {d31,d30,d29,d28,d27,d26,d25,d24,d23,d22,d21,d20,d19,d18,d17,d16,d15,d14,d13,d12,d11,d10,d9,d8,d7,d6,d5,d4,d3,d2,d1,d0} = 32'b00000000000000000000000001000000;
	5'b01000: {d31,d30,d29,d28,d27,d26,d25,d24,d23,d22,d21,d20,d19,d18,d17,d16,d15,d14,d13,d12,d11,d10,d9,d8,d7,d6,d5,d4,d3,d2,d1,d0} = 32'b00000000000000000000000010000000;
	5'b01001: {d31,d30,d29,d28,d27,d26,d25,d24,d23,d22,d21,d20,d19,d18,d17,d16,d15,d14,d13,d12,d11,d10,d9,d8,d7,d6,d5,d4,d3,d2,d1,d0} = 32'b00000000000000000000000100000000;
	5'b01010: {d31,d30,d29,d28,d27,d26,d25,d24,d23,d22,d21,d20,d19,d18,d17,d16,d15,d14,d13,d12,d11,d10,d9,d8,d7,d6,d5,d4,d3,d2,d1,d0} = 32'b00000000000000000000001000000000;
	5'b01011: {d31,d30,d29,d28,d27,d26,d25,d24,d23,d22,d21,d20,d19,d18,d17,d16,d15,d14,d13,d12,d11,d10,d9,d8,d7,d6,d5,d4,d3,d2,d1,d0} = 32'b00000000000000000000010000000000;
	5'b01100: {d31,d30,d29,d28,d27,d26,d25,d24,d23,d22,d21,d20,d19,d18,d17,d16,d15,d14,d13,d12,d11,d10,d9,d8,d7,d6,d5,d4,d3,d2,d1,d0} = 32'b00000000000000000000100000000000;
	5'b01101: {d31,d30,d29,d28,d27,d26,d25,d24,d23,d22,d21,d20,d19,d18,d17,d16,d15,d14,d13,d12,d11,d10,d9,d8,d7,d6,d5,d4,d3,d2,d1,d0} = 32'b00000000000000000001000000000000;
	5'b01110: {d31,d30,d29,d28,d27,d26,d25,d24,d23,d22,d21,d20,d19,d18,d17,d16,d15,d14,d13,d12,d11,d10,d9,d8,d7,d6,d5,d4,d3,d2,d1,d0} = 32'b00000000000000000010000000000000;
	5'b01111: {d31,d30,d29,d28,d27,d26,d25,d24,d23,d22,d21,d20,d19,d18,d17,d16,d15,d14,d13,d12,d11,d10,d9,d8,d7,d6,d5,d4,d3,d2,d1,d0} = 32'b00000000000000000100000000000000;
	5'b10000: {d31,d30,d29,d28,d27,d26,d25,d24,d23,d22,d21,d20,d19,d18,d17,d16,d15,d14,d13,d12,d11,d10,d9,d8,d7,d6,d5,d4,d3,d2,d1,d0} = 32'b00000000000000001000000000000000;
	5'b10001: {d31,d30,d29,d28,d27,d26,d25,d24,d23,d22,d21,d20,d19,d18,d17,d16,d15,d14,d13,d12,d11,d10,d9,d8,d7,d6,d5,d4,d3,d2,d1,d0} = 32'b00000000000000010000000000000000;
	5'b10010: {d31,d30,d29,d28,d27,d26,d25,d24,d23,d22,d21,d20,d19,d18,d17,d16,d15,d14,d13,d12,d11,d10,d9,d8,d7,d6,d5,d4,d3,d2,d1,d0} = 32'b00000000000000100000000000000000;
	5'b10011: {d31,d30,d29,d28,d27,d26,d25,d24,d23,d22,d21,d20,d19,d18,d17,d16,d15,d14,d13,d12,d11,d10,d9,d8,d7,d6,d5,d4,d3,d2,d1,d0} = 32'b00000000000001000000000000000000;
	5'b10100: {d31,d30,d29,d28,d27,d26,d25,d24,d23,d22,d21,d20,d19,d18,d17,d16,d15,d14,d13,d12,d11,d10,d9,d8,d7,d6,d5,d4,d3,d2,d1,d0} = 32'b00000000000010000000000000000000;
	5'b10101: {d31,d30,d29,d28,d27,d26,d25,d24,d23,d22,d21,d20,d19,d18,d17,d16,d15,d14,d13,d12,d11,d10,d9,d8,d7,d6,d5,d4,d3,d2,d1,d0} = 32'b00000000000100000000000000000000;
	5'b10110: {d31,d30,d29,d28,d27,d26,d25,d24,d23,d22,d21,d20,d19,d18,d17,d16,d15,d14,d13,d12,d11,d10,d9,d8,d7,d6,d5,d4,d3,d2,d1,d0} = 32'b00000000001000000000000000000000;
	5'b10111: {d31,d30,d29,d28,d27,d26,d25,d24,d23,d22,d21,d20,d19,d18,d17,d16,d15,d14,d13,d12,d11,d10,d9,d8,d7,d6,d5,d4,d3,d2,d1,d0} = 32'b00000000010000000000000000000000;
	5'b11000: {d31,d30,d29,d28,d27,d26,d25,d24,d23,d22,d21,d20,d19,d18,d17,d16,d15,d14,d13,d12,d11,d10,d9,d8,d7,d6,d5,d4,d3,d2,d1,d0} = 32'b00000000100000000000000000000000;
	5'b11001: {d31,d30,d29,d28,d27,d26,d25,d24,d23,d22,d21,d20,d19,d18,d17,d16,d15,d14,d13,d12,d11,d10,d9,d8,d7,d6,d5,d4,d3,d2,d1,d0} = 32'b00000001000000000000000000000000;
	5'b11010: {d31,d30,d29,d28,d27,d26,d25,d24,d23,d22,d21,d20,d19,d18,d17,d16,d15,d14,d13,d12,d11,d10,d9,d8,d7,d6,d5,d4,d3,d2,d1,d0} = 32'b00000010000000000000000000000000;
	5'b11011: {d31,d30,d29,d28,d27,d26,d25,d24,d23,d22,d21,d20,d19,d18,d17,d16,d15,d14,d13,d12,d11,d10,d9,d8,d7,d6,d5,d4,d3,d2,d1,d0} = 32'b00000100000000000000000000000000;
	5'b11100: {d31,d30,d29,d28,d27,d26,d25,d24,d23,d22,d21,d20,d19,d18,d17,d16,d15,d14,d13,d12,d11,d10,d9,d8,d7,d6,d5,d4,d3,d2,d1,d0} = 32'b00001000000000000000000000000000;
	5'b11101: {d31,d30,d29,d28,d27,d26,d25,d24,d23,d22,d21,d20,d19,d18,d17,d16,d15,d14,d13,d12,d11,d10,d9,d8,d7,d6,d5,d4,d3,d2,d1,d0} = 32'b00010000000000000000000000000000;
	5'b11110: {d31,d30,d29,d28,d27,d26,d25,d24,d23,d22,d21,d20,d19,d18,d17,d16,d15,d14,d13,d12,d11,d10,d9,d8,d7,d6,d5,d4,d3,d2,d1,d0} = 32'b00100000000000000000000000000000;
	5'b11111: {d31,d30,d29,d28,d27,d26,d25,d24,d23,d22,d21,d20,d19,d18,d17,d16,d15,d14,d13,d12,d11,d10,d9,d8,d7,d6,d5,d4,d3,d2,d1,d0} = 32'b01000000000000000000000000000000;
	default: {d31,d30,d29,d28,d27,d26,d25,d24,d23,d22,d21,d20,d19,d18,d17,d16,d15,d14,d13,d12,d11,d10,d9,d8,d7,d6,d5,d4,d3,d2,d1,d0} = 32'bxxxxxxxxxxxxxxxxxxxxxxxxxxxxxxxx;
	endcase
	if (enable == 0) {d31,d30,d29,d28,d27,d26,d25,d24,d23,d22,d21,d20,d19,d18,d17,d16,d15,d14,d13,d12,d11,d10,d9,d8,d7,d6,d5,d4,d3,d2,d1,d0} = 32'b00000000000000000000000000000000;
	end
endmodule 
module lab_3_register_file (Da, Db, Dc, regcheck, loadcheck, CLK, reset, rs1, rs2, rd, wenable);
 input  wire CLK, reset, wenable;
 input  wire [4:0] rs1, rs2, rd;
 input  wire [31:0] Dc;
 output wire loadcheck;
 output wire [31:0] Da, Db, regcheck;
 wire        load0, load1, load2, load3, load4, load5, load6, load7,
	     load8, load9, load10, load11, load12, load13, load14, load15,
	     load16, load17, load18, load19, load20, load21, load22, load23,
	     load24, load25, load26, load27, load28, load29, load30, load31;
 wire [31:0] reg0, reg1, reg2, reg3, reg4, reg5, reg6, reg7,
	     reg8, reg9, reg10, reg11, reg12, reg13, reg14, reg15,
	     reg16, reg17, reg18, reg19, reg20, reg21, reg22, reg23,
   	     reg24, reg25, reg26, reg27, reg28, reg29, reg30, reg31;
 decoder decoder1 (.d0(load0), .d1(load1), .d2(load2), .d3(load3), .d4(load4), .d5(load5), .d6(load6), .d7(load7),
						 .d8(load8), .d9(load9), .d10(load10), .d11(load11), .d12(load12), .d13(load13), .d14(load14), .d15(load15), 
						 .d16(load16), .d17(load17), .d18(load18), .d19(load19), .d20(load20), .d21(load21), .d22(load22), .d23(load23),
						 .d24(load24), .d25(load25), .d26(load26), .d27(load27), .d28(load28), .d29(load29), .d30(load30), .d31(load31), 
						 .selector(rd), .enable(wenable));
 register register00 (.Dout(reg0),  .Din(Dc), .load(load0),  .CLK(CLK), .reset(reset));
 register register01 (.Dout(reg1),  .Din(Dc), .load(load1),  .CLK(CLK), .reset(reset));
 register register02 (.Dout(reg2),  .Din(Dc), .load(load2),  .CLK(CLK), .reset(reset));
 register register03 (.Dout(reg3),  .Din(Dc), .load(load3),  .CLK(CLK), .reset(reset));
 register register04 (.Dout(reg4),  .Din(Dc), .load(load4),  .CLK(CLK), .reset(reset));
 register register05 (.Dout(reg5),  .Din(Dc), .load(load5),  .CLK(CLK), .reset(reset));
 register register06 (.Dout(reg6),  .Din(Dc), .load(load6),  .CLK(CLK), .reset(reset));
 register register07 (.Dout(reg7),  .Din(Dc), .load(load7),  .CLK(CLK), .reset(reset));
 register register08 (.Dout(reg8),  .Din(Dc), .load(load8),  .CLK(CLK), .reset(reset));
 register register09 (.Dout(reg9),  .Din(Dc), .load(load9),  .CLK(CLK), .reset(reset));
 register register10 (.Dout(reg10), .Din(Dc), .load(load10), .CLK(CLK), .reset(reset));
 register register11 (.Dout(reg11), .Din(Dc), .load(load11), .CLK(CLK), .reset(reset));
 register register12 (.Dout(reg12), .Din(Dc), .load(load12), .CLK(CLK), .reset(reset));
 register register13 (.Dout(reg13), .Din(Dc), .load(load13), .CLK(CLK), .reset(reset));
 register register14 (.Dout(reg14), .Din(Dc), .load(load14), .CLK(CLK), .reset(reset));
 register register15 (.Dout(reg15), .Din(Dc), .load(load15), .CLK(CLK), .reset(reset));
 register register16 (.Dout(reg16), .Din(Dc), .load(load16), .CLK(CLK), .reset(reset));
 register register17 (.Dout(reg17), .Din(Dc), .load(load17), .CLK(CLK), .reset(reset));
 register register18 (.Dout(reg18), .Din(Dc), .load(load18), .CLK(CLK), .reset(reset));
 register register19 (.Dout(reg19), .Din(Dc), .load(load19), .CLK(CLK), .reset(reset));
 register register20 (.Dout(reg20), .Din(Dc), .load(load20), .CLK(CLK), .reset(reset));
 register register21 (.Dout(reg21), .Din(Dc), .load(load21), .CLK(CLK), .reset(reset));
 register register22 (.Dout(reg22), .Din(Dc), .load(load22), .CLK(CLK), .reset(reset));
 register register23 (.Dout(reg23), .Din(Dc), .load(load23), .CLK(CLK), .reset(reset));
 register register24 (.Dout(reg24), .Din(Dc), .load(load24), .CLK(CLK), .reset(reset));
 register register25 (.Dout(reg25), .Din(Dc), .load(load25), .CLK(CLK), .reset(reset));
 register register26 (.Dout(reg26), .Din(Dc), .load(load26), .CLK(CLK), .reset(reset));
 register register27 (.Dout(reg27), .Din(Dc), .load(load27), .CLK(CLK), .reset(reset));
 register register28 (.Dout(reg28), .Din(Dc), .load(load28), .CLK(CLK), .reset(reset));
 register register29 (.Dout(reg29), .Din(Dc), .load(load29), .CLK(CLK), .reset(reset));
 register register30 (.Dout(reg30), .Din(Dc), .load(load30), .CLK(CLK), .reset(reset));
 register register31 (.Dout(reg31), .Din(Dc), .load(load31), .CLK(CLK), .reset(reset));
 mux muxA (.mux_out(Da), .selector(rs1), .reg0(reg0),.reg1(reg1),.reg2(reg2),.reg3(reg3),.reg4(reg4),.reg5(reg5),.reg6(reg6),.reg7(reg7),
													  .reg8(reg8),.reg9(reg9),.reg10(reg10),.reg11(reg11),.reg12(reg12),.reg13(reg13),.reg14(reg14),.reg15(reg15),
											        .reg16(reg16),.reg17(reg17),.reg18(reg18),.reg19(reg19),.reg20(reg20),.reg21(reg21),.reg22(reg22),.reg23(reg23),
													  .reg24(reg24),.reg25(reg25),.reg26(reg26),.reg27(reg27),.reg28(reg28),.reg29(reg29),.reg30(reg30),.reg31(reg31));
 mux muxB (.mux_out(Db), .selector(rs2), .reg0(reg0),.reg1(reg1),.reg2(reg2),.reg3(reg3),.reg4(reg4),.reg5(reg5),.reg6(reg6),.reg7(reg7),
													  .reg8(reg8),.reg9(reg9),.reg10(reg10),.reg11(reg11),.reg12(reg12),.reg13(reg13),.reg14(reg14),.reg15(reg15),
													  .reg16(reg16),.reg17(reg17),.reg18(reg18),.reg19(reg19),.reg20(reg20),.reg21(reg21),.reg22(reg22),.reg23(reg23),
													  .reg24(reg24),.reg25(reg25),.reg26(reg26),.reg27(reg27),.reg28(reg28),.reg29(reg29),.reg30(reg30),.reg31(reg31));
endmodule 
module mux (mux_out, selector, reg0,reg1,reg2,reg3,reg4,reg5,reg6,reg7,
			       reg8,reg9,reg10,reg11,reg12,reg13,reg14,reg15,
			       reg16,reg17,reg18,reg19,reg20,reg21,reg22,reg23,
			       reg24,reg25,reg26,reg27,reg28,reg29,reg30,reg31);
 input      [31:0] reg0,reg1,reg2,reg3,reg4,reg5,reg6,reg7,
		   reg8,reg9,reg10,reg11,reg12,reg13,reg14,reg15,
		   reg16,reg17,reg18,reg19,reg20,reg21,reg22,reg23,
		   reg24,reg25,reg26,reg27,reg28,reg29,reg30,reg31;
 input      [4:0]  selector;
 output reg [31:0] mux_out;
 always @(*) begin
 case (selector)
  5'b00000 : mux_out =  reg0;
  5'b00001 : mux_out =  reg1;
  5'b00010 : mux_out =  reg2;
  5'b00011 : mux_out =  reg3;
  5'b00100 : mux_out =  reg4;
  5'b00101 : mux_out =  reg5;
  5'b00110 : mux_out =  reg6;
  5'b00111 : mux_out =  reg7;
  5'b01000 : mux_out =  reg8;
  5'b01001 : mux_out =  reg9;
  5'b01010 : mux_out = reg10;
  5'b01011 : mux_out = reg11;
  5'b01100 : mux_out = reg12;
  5'b01101 : mux_out = reg13;
  5'b01110 : mux_out = reg14;
  5'b01111 : mux_out = reg15;
  5'b10000 : mux_out = reg16;
  5'b10001 : mux_out = reg17;
  5'b10010 : mux_out = reg18;
  5'b10011 : mux_out = reg19;
  5'b10100 : mux_out = reg20;
  5'b10101 : mux_out = reg21;
  5'b10110 : mux_out = reg22;
  5'b10111 : mux_out = reg23;
  5'b11000 : mux_out = reg24;
  5'b11001 : mux_out = reg25;
  5'b11010 : mux_out = reg26;
  5'b11011 : mux_out = reg27;
  5'b11100 : mux_out = reg28;
  5'b11101 : mux_out = reg29;
  5'b11110 : mux_out = reg30;
  5'b11111 : mux_out = reg31;
 endcase
 end
endmodule 
module register (Dout, Din, load, CLK, reset);
 input  	      CLK, reset;
 input 		[31:0]Din, load;
 output reg     [31:0]Dout;
  always @(posedge CLK or posedge reset) begin
    if (reset)
	  Dout[31:0] <= 0;
	else if (load)
	  Dout[31:0] <= Din[31:0];
	else
	  Dout[31:0] <= Dout[31:0];
  end
endmodule
```
**flow/run.sh**
```bash
#!/bin/bash
# OpenROAD 26Q1-2900-gdf79404cd8, Yosys 0.63+post, stock flow scripts
make -C /OpenROAD-flow-scripts/flow DESIGN_CONFIG=/design/flow/config.mk WORK_HOME=/design/flow/orfs finish
```
**flow/config.mk**
```make
export PLATFORM = sky130hd
export DESIGN_NAME = lab_3_register_file
export DESIGN_NICKNAME = lab_3_register_file
export VERILOG_FILES = /design/flow/design.v
export SDC_FILE = /design/flow/constraint.sdc
export NUM_CORES = 4
export LEC_CHECK = 1
export CORE_UTILIZATION = 40
```
**flow/constraint.sdc**
```tcl
current_design lab_3_register_file

set clk_period 9.6
set clk_io_pct 0.2

create_clock -name clk0 -period $clk_period [get_ports {CLK}]

set non_clock_inputs [all_inputs -no_clocks]
set_input_delay [expr $clk_period * $clk_io_pct] -clock clk0 $non_clock_inputs
set_output_delay [expr $clk_period * $clk_io_pct] -clock clk0 [all_outputs]
```
==> Slide: Implementation Results <==
Synthesis and Place & Route Summary

Worst setup path
  • Worst Setup Start Kind: input port
  • RR Endpoint: register27.Dout[19]$_DFFE_PP0P_
  • R2r setup slk: 8.71 ns
  • Critical path cell sequence: clkdlybuf4s50_1 -> buf_4 -> nor3b_2 -> buf_4 -> buf_4 -> and2_1 -> buf_4 -> a21oi_1 -> nand3_1 -> o32a_1 -> clkdlybuf4s50_1
  • Crit Path Max Fanout: 25
  • Slowest stage delay, CP: 0.74 ns
  • Buf+Inv Stages, Crit Path: 6
  • Slowest cell on crit path: clkdlybuf4s50_1
  • Crit-path most repeated cell: buf_4
  • Critical Path End: Db[31]
  • Worst setup path class: input port to primary output
  • CP Depth: 11
  • Delay-heaviest family, CP: buffers and inverters
  • Worst r2r src: register27.Dout[19]$_DFFE_PP0P_
  • CP required: 7.68 ns
  • CP Data Arrival Time: 6.28 ns
  • Reg2Reg Depth: 1
  • CP endpoint kind: primary output
  • Critical path launch point: rs2[2]

Timing
  • Slew Limit Fails: 0
  • Setup_tns: 0 ns
  • Final min period: 8.20 ns
  • Max Clock Skew: 0 ns
  • Max-slew headroom: 17.8%
  • Hold Vio Cnt, Final: 0
  • Actual slew at the worst max-slew pin: 1.23 ns
  • Hold_ws: 0.525 ns
  • Final Cycle Share: a little under nine tenths
  • Fmax: 0.122 GHz
  • Setup violators final: 0
  • RSZ-0062 raised after global routing: no

Yosys
  • Yosys Chip Area: roughly 0.052 mm²
  • Mapped Area: 0.0517 mm²
  • Syn Area/Cell: 11.1 µm²
  • Yosys Instances: 4,667
  • Yosys warns: 68
  • Seq/Total Area, Yosys: 48.0%
  • EDFF count, synth: 0
  • Commonest flop: dfrtp_1
  • Synthesized flop and latch total: 992
  • Cell Type Count: 61
  • Mapped Cells: 4,667
  • Async SR Flop Fraction: ~100%

Floorplanning
  • Die width: 362 µm
  • Rows: 131
  • Starting Density: 40.4%
  • DIE HEIGHT: 362 µm
  • Boundary pin count: between 100 and 150
  • Core area: about 0.13 mm²
  • Full die area: around 0.13 mm²

Pwr
  • Maximum VDD drop: between 0.1 and 0.15 mV
  • Sw Ratio: 28.9%
  • Power density over cell area: 207 mW/mm²
  • Comb power frac: approximately 15%
  • Sw Pwr: 3.52 mW
  • Leakage Power: 25.6 nW
  • Clock network power share: around 38%
  • Sequential power share: 47.2%
  • Tot Pwr: 12.2 mW
  • Internal: 8.68 mW

Final layout
  • Area growth, synth to finish: 14.3%
  • Post-layout util: between 40% and 50%
  • Comb area: approximately 0.025 mm²
  • Fillers: 11,600
  • FF/Latch Area: about 0.025 mm²
  • Layout cells sized above 1: 32.7%

Clocking
  • TritonCTS clock tree: built
  • CTS Hold Bufs: 0
  • Clock tree buffer depth: 3
  • Worst-path clk slew: around 0.06 ns
  • Insertion Delay late pin: 0.77 ns
  • Clock sink total: between 900 and 1,000
  • H-tree level count: 3
  • TritonCTS Buffers: 106
  • CTS root buf: clkbuf_16
  • PostCTS Resize Cnt: 0
  • Postcts setup bufs: 0

Route
  • Post-route ant nets: 0
  • Drt drc: 0
  • Drt via density: 7.33
  • Via count: ~47,000
  • WL per Instance: 40.8 µm
  • Pre-Repair DR Iteration Count: 10
  • Initial DRC Count: around 6,900
  • Routed wire length: 261,000 µm

Global route
  • Vias in the first global route: ~46,000
  • Initial antenna violation count: 33
  • Congestion Overflow GR: 0
  • GRT Total Usage: about two fifths
  • Global-route wire length before repair: 361,000 µm
  • Largest net degree at the start of global routing: around 120

Outcome
  • Status: finished, final reports clean

Place
  • Final GP Congestion: 1.07
  • Port bufs: 113
  • Detailed placement HPWL: 155,000 µm

Worst hold path
  • Type of the worst min-delay path: flop to flop

Run
  • Max cap viols: 0
  • Tally of OpenROAD warnings: 56
==> worst min-delay path by stage <==
stage                          startpoint                         endpoint  slack [ns]  depth (start not counted)
4_1_cts    register03.Dout[5]$_DFFE_PP0P_   register03.Dout[5]$_DFFE_PP0P_        0.52                          1
5_1_grt    register07.Dout[6]$_DFFE_PP0P_   register07.Dout[6]$_DFFE_PP0P_        0.54                          1
6_report  register03.Dout[10]$_DFFE_PP0P_  register03.Dout[10]$_DFFE_PP0P_        0.53                          1
==> area by class of cell <==
| class | count | share of cell area [%] |
|---|---|---|
| antenna | 20 | 0.0847 |
| clock buffer | 135 | 4.96 |
| clock inverter | 61 | 1.66 |
| inverter | 8 | 0.0572 |
| multi-input combinational | 3149 | 42.5 |
| sequential | 992 | 42.0 |
| tap | 1662 | 3.52 |
| timing repair buffer | 363 | 5.22 |
==> stage by stage <==
step | cell area, µm² | std cells | setup WS (ns)
finish | 59100 | 6390 | 1.40
global route | 59000 | 6372 | 1.52
CTS | 59000 | 6370 | 1.70
detailed placement | 55100 | 6174 | 1.69
global placement | 55100 | 6174 | 1.74
floorplan | 51800 | 4699 | -5.99
==> synth_stat cells, drive strengths merged (7+ instances only) <==
cell | count | area [µm²]
mux2 | 1001 | 11300
dfrtp | 992 | 24800
nand3 | 758 | 3790
clkbuf | 388 | 1460
a22oi | 367 | 2760
nand4 | 272 | 1700
buf | 162 | 825
and3 | 156 | 976
o32a | 54 | 541
nor2 | 53 | 199
a2111oi | 47 | 412
nand2 | 41 | 154
or4 | 39 | 293
and2 | 37 | 234
a222oi | 27 | 270
nor3 | 23 | 135
a21oi | 18 | 90.1
a32oi | 18 | 158
o21ai | 16 | 80.1
a31oi | 14 | 87.6
nand3b | 14 | 105
nor4 | 14 | 87.6
a22o | 13 | 114
nor3b | 13 | 97.6
a221o | 12 | 120
nor2b | 12 | 75.1
and3b | 11 | 96.3
a221oi | 10 | 87.6
and4 | 10 | 87.6
mux2i | 9 | 90.1
or3 | 8 | 50.1
a32o | 7 | 70.1
inv | 7 | 26.3
or2 | 7 | 43.8
==> per-layer routing <==
layer / vias to the layer above / track usage (%) / part of all wire, %
li1: 17800 / - / -
met1: 23300 / 49.4 / 34
met2: 4232 / 53.6 / 39
met3: 1463 / 28.9 / 18
met4: 51 / 24.9 / 8.7
met5: - / 2.89 / 0.35
==> power groups by stage <==
| stage | Clock (mW) | Combinational [mW] | Sequential, mW |
|---|---|---|---|
| 6_report | 4.63 | 1.82 | 5.75 |
| 5_1_grt | 4.80 | 1.91 | 5.83 |
| 4_1_cts | 4.65 | 1.77 | 5.72 |
==> cell families after synthesis <==
kind of cell | synth area share (%)
other cells | 0.00725
compound gates | 9.59
buf+inv | 4.47
flops | 48.0
simple gates | 15.9
mux | 22.0
==> placed cells by master, fill, tap and decap left out, types with 18 or more instances in the layout <==
cell / n
diode_2: 20
a222oi_1: 27
a22oi_1: 367
conb_1: 33
nand3_1: 758
or4_1: 39
and3_1: 154
a2111oi_0: 47
clkinv_2: 21
nand4_1: 272
clkbuf_16: 107
o32a_1: 54
nand2_1: 24
clkdlybuf4s50_1: 108
and2_1: 25
a21oi_1: 18
mux2_2: 1001
dfrtp_1: 992
nor2_4: 21
nor2_1: 27
buf_4: 242
bufinv_16: 22
a32oi_1: 18
Power and IR drop assume default switching activity.
